[design/flow/config.mk]
export PLATFORM = sky130hd
export DESIGN_NAME = cpu_Branch_store_offset
export DESIGN_NICKNAME = cpu_Branch_store_offset
export VERILOG_FILES = /design/flow/design.v
export SDC_FILE = /design/flow/constraint.sdc
export NUM_CORES = 4
export LEC_CHECK = 1
export CORE_AREA = 10 10 70 70
export DIE_AREA = 0 0 80 80
[design/flow/constraint.sdc]
current_design cpu_Branch_store_offset

set clk_period 4.0
set clk_io_pct 0.2

create_clock -name clk0 -period $clk_period

set non_clock_inputs [all_inputs -no_clocks]
set_input_delay [expr $clk_period * $clk_io_pct] -clock clk0 $non_clock_inputs
set_output_delay [expr $clk_period * $clk_io_pct] -clock clk0 [all_outputs]
[design/flow/design.v]
`timescale 1ns / 1ps
module cpu_Branch_store_offset(
	input [31:0]instruction, 
	input branch_offset,
	input store_offset,
	input jump_offset,
	output [31:0] offset	
);
	reg[31:0] offset;
	wire [11:0] branch_imm_merge;
	wire [11:0] store_imm_merge;
	wire [19:0] jump_imm_merge;
	assign branch_imm_merge = {instruction[31],instruction[7],instruction[25:20],instruction[11:8]} ;
	assign store_imm_merge = {instruction[31:25],instruction[11:7]} ;
	assign jump_imm_merge = {instruction[31],instruction[19:12],instruction[20],instruction[30:21]} ;
	always @ ( branch_offset or store_offset) begin 
		if (branch_offset) begin 
		offset <= {branch_imm_merge,20'b0000000000_0000000000} ;
		end
		else if (store_offset) begin
		offset <= {store_imm_merge,20'b0000000000_0000000000} ;
		end 
		else if (jump_offset) begin 
		offset <= {jump_imm_merge,12'b000000000000} ;
		end 
		else begin 
		offset <=0;
		end 
	end 
endmodule
[design/flow/run.sh]
#!/bin/bash
# OpenROAD 26Q1-2900-gdf79404cd8, Yosys 0.63+post, stock flow scripts
make -C /OpenROAD-flow-scripts/flow DESIGN_CONFIG=/design/flow/config.mk WORK_HOME=/design/flow/orfs finish
==> out/metrics.yaml <==
floorplan:
  io-pin-count: 67
  die_x_um: 80
  core_um2: 3420
  dieHeight_um: 80
  core.rowCount: 21
  die_area_um2: 6400
  initCoreUtil_pct: 13.3
sta:
  hold_viol: 0
  slew_viol_final: 0
  rsz0062_at_grt: "no"
  fin_crit_sh_pct: 82.9
  period_minus_slack_ps: 3320
  setup_violations: 0
  fin_setup_tns_ps: 0
  fmax_ghz: 0.302
routing:
  vias: 620
  drt_iter0_markers: 16
  via_per_inst: 3.80
  routed_wl_um: 2210
  routedWlPerCell_um: 13.6
  drtPass1Iterations: 3
  drtAntennaViolNets: 0
  drc: 0
  diodes: 0
setup_path:
  required_ps: 3200
  crit_arrival_ps: 2520
  crit_path_start_kind: "primary input"
  critPathKind: "in2out"
  endpoint_kind: "output port"
  worstPathMaxFanout: 12
flow_run:
  maxCapViolations: 0
  warning_count: 39
global_route:
  grt.total_usage_pct: 6.21
  use_met2_pct: 9.95
  grt_pass1_vias: 602
  antenna_found_initial: 0
  grt-ovfl-total: 0
  grt_max_degree: 24
  top_usage_layer: "met2"
  use_met3_pct: 2.95
  grt_pass1_wl_um: 3230
  met1_usage_pct: 7.84
final_layout:
  lay_top_count: "clkdlybuf4s50_1"
  mostFrequentLayoutCells: "48 x clkdlybuf4s50_1, 22 x a21oi_1, 12 x conb_1"
  register_area_um2: 0
  flops: 0
  n_clock_buffer: 0
  synthToLayoutAreaGrowth_pct: 107
  final_cell_count_no_fill: 163
  layout-drive-gt1-share_pct: 3.42
pwr:
  clockPowerShare_pct: 0
  irDropWorstVdd_v: 0.0000232
  p_sw_share_pct: 31.0
  power_frac_comb_pct: 100.0
  power.density_nw_per_um2: 89.5
  power_leakage_nw: 0.339
  p_sw_uw: 26.0
  power.internal_uw: 58.0
  p_seq_share_pct: 0
placement:
  gp_congestion: 0.770
  place_hpwl_um: 1880
  port_buffers: 48
  dp.cells: 163
hold_path:
  hold_end: "offset[31]"
  worstHoldPathType: "in2out"
  hp-start: "instruction[31]"
  min_path_cells: 3
synth:
  synthCells: 72
  yosys_warnings: 1
  synth_area_um2: 454
  synth_cell_types: 9
  ys_seq_share_pct: 0
  ys_cells: 72
  synth-area-yosys_um2: 454
  synth.avg_cell_area_um2: 6.31
clock_tree:
  post-cts-setup-buffers: 0
  postCtsResizedCells: 0
  holdBufCountCts: 0
outcome:
  status: "completed"
power groups by stage:
stage | Sequential (mW) | Clock (mW) | Combinational, mW
after CTS | 0 | 0 | 0.0863
after global routing | 0 | 0 | 0.0930
final | 0 | 0 | 0.0840
worst max path at each step:
stage                start          to  slack (ps)
CTS           store_offset  offset[16]         630
global route  store_offset  offset[15]         510
finish        store_offset  offset[16]         680
cell usage after synthesis:
cell type / count / area, µm²
buf_2: 4 / 20.0
conb_1: 1 / 3.75
a21oi_1: 22 / 110
nor2b_1: 11 / 68.8
buf_4: 13 / 97.6
o31a_1: 1 / 8.76
nand3b_1: 11 / 82.6
nor3b_2: 1 / 12.5
and2_1: 8 / 50.1
cell families (layout without fill, tap and decap cells):
logic type	after synthesis	count (layout)	share of synthesized area, %
compound gates	23	23	26.2
simple gates	31	31	47.1
buf+inv	17	51	25.9
other cells	1	12	0.826
routing by layer:
| layer | vias to the layer above | part of all wire, % | routed length [µm] |
|---|---|---|---|
| li1 | 312 | - | - |
| met1 | 276 | 41 | 903 |
| met2 | 32 | 46 | 1010 |
| met3 | 0 | 14 | 299 |
| met4 | 0 | 0 | 0 |
| met5 | - | 0 | 0 |
final cells by class:
type / instances / area, µm²
Multi-Input combinational cell: 66 / 378
Tap cell: 46 / 57.6
Timing Repair Buffer: 51 / 503
Fill cell: 377 / 2480
through the flow:
stage / instance area, µm² / total power, mW / hold WS [ps] / setup slack (ps) / utilization (%)
after CTS: 938 / 0.0863 / 2540 / 627 / 27.5
final: 938 / 0.0840 / 2520 / 684 / 27.5
after global routing: 938 / 0.0930 / 2570 / 510 / 27.5
after floorplan: 495 / 0.0309 / 1660 / 2000 / -
after detailed placement: 938 / 0.0854 / 2540 / 629 / 27.5
after global placement: 938 / 0.0854 / 2530 / 631 / 27.5
critical path, cell delays in order:
cell	delay (ps)
clkdlybuf4s50_1	590
nor3b_2	460
and2_1	180
clkdlybuf4s50_1	470
Power figures rest on the tool's default switching activity, not on a simulated workload.
