### /design/flow/design.v
`timescale 1ns / 1ps
module cpu_regwrite_mux(
input [311:0] inputdata_0 , 
input [31:0] inputdata_1 , 
input selecter ,
output [31:0] outputdata 
);
reg [31:0] outputdata;
always @ (*) begin
if (selecter) begin 
outputdata <= inputdata_1;
end  
else begin 
outputdata <= inputdata_0;
end 
end 
endmodule
### /design/flow/run.sh
#!/bin/bash
# OpenROAD 26Q1-2900-gdf79404cd8, Yosys 0.63+post, stock flow scripts
make -C /OpenROAD-flow-scripts/flow DESIGN_CONFIG=/design/flow/config.mk WORK_HOME=/design/flow/orfs finish
### /design/flow/config.mk
export PLATFORM = sky130hd
export DESIGN_NAME = cpu_regwrite_mux
export DESIGN_NICKNAME = cpu_regwrite_mux
export VERILOG_FILES = /design/flow/design.v
export SDC_FILE = /design/flow/constraint.sdc
export NUM_CORES = 4
export LEC_CHECK = 1
export CORE_AREA = 10 10 152 152
export DIE_AREA = 0 0 162 162
### /design/flow/constraint.sdc
current_design cpu_regwrite_mux

set clk_period 1.0
set clk_io_pct 0.2

create_clock -name clk0 -period $clk_period

set non_clock_inputs [all_inputs -no_clocks]
set_input_delay [expr $clk_period * $clk_io_pct] -clock clk0 $non_clock_inputs
set_output_delay [expr $clk_period * $clk_io_pct] -clock clk0 [all_outputs]
==> impl_metrics.yaml <==
# yosys + openroad results
final_timing:
  fin_crit_ps: 1210
  maxSlewViolCount: 0
  fmax_ghz: 0.827
  timing.final.crit_share: 1.21
  hold_viol_final: 0
  tightest_slew_ps: 140
  relSlewSlack: 0.907
  worst_slack_ps: -209
  setup_viol: 32
  hold_slack_ps: 696
  rsz0062_at_grt: "true"
power:
  intPower_mw: 0.522
  p_clk_frac: 0
  p_switching_mw: 0.179
  p_seq_frac: 0
  p_comb_frac: 1.000
  powerDensity_mw_per_mm2: 360
  vdd_drop_max_v: 0.000132
  p_sw_frac: 0.255
  p_leak_nw: 0.917
floorplanning:
  placementRows: 51
  ioPinCount: 377
  initCoreUtil: 0.0277
  die_w_um: 162
  die_h_um: 162
  core_mm2: 0.0197
  die_area_mm2: 0.0262
place:
  gp_congestion: 0.724
  pre_cts_ws_ps: -589
  io_buffers: 97
  hpwl_um: 5330
critical_path:
  required_ps: 800
  critPathKind: "primary input to output pin"
  startpoint_type: "primary input"
  cp-end-kind: "output pin"
  max_stage_delay_ps: 300
  crit_fanout: 5
  crit_buf_inv: 4
  cpMostUsedCell: "buf_12"
  slowest_stage: "mux2_4"
  critPathTopFamily: "buffers and inverters"
  worstPathCellList: "buf_12 > buf_12 > buf_12 > mux2_4 > buf_6"
  critical_path_arrival_ps: 1010
logic_synthesis:
  synthCells: 36
  synth_seq_share: 0
  ys_cells: 36
  ys_area_um2: 544
  ys_warn_count: 1
  yosysUniqueCellTypes: 4
  syn-cell-area_um2: 544
  postSynthAreaPerCell_um2: 15.1
job:
  drv_cap: 0
  warnings: 314
routing:
  drtAntennaViolNets: 0
  wl_per_cell_um: 14.4
  first_pass_iters: 4
  vias: 735
  vias_per_cell: 1.78
  first_iter_violations: 34
  drc: 0
  routed_wl_um: 5940
layout:
  n_clock_buffer: 0
  drive_above_1_share: 0.540
  regArea_um2: 0
  syn2layout_area_growth_pct: 258
  seq_cells: 0
grt:
  grt_overflow: 0
  antenna_found_initial: 8
  grt_max_degree: 12
  grt_pass1_vias: 864
  grt_pass1_wl_um: 7570
  grt_use_total: 0.0427
outcome:
  violations: "setup timing"
  status: "finished, violations left"
worst_hold_path:
  hold_class: "primary input to output pin"
[layout make-up]
cell class	count	area, um^2
timing repair buffer	107	1110
antenna	9	22.5
multi-input combinational	32	480
tap	265	332
fill	2321	17700
[power by group through the flow]
stage     Combinational (mW)    Clock, mW  Sequential [mW]
4_1_cts                0.693            0                0
5_1_grt                0.754  0.000000134                0
6_report               0.701   0.00000121                0
[placed cells by master (no fill, tap or decap), drive strengths merged]
cell            n
clkdlybuf4s50  16
clkdlybuf4s15   1
dlygate4sd2    38
diode           9
dlymetal6s2s    9
buf            43
mux2           32
[through the flow]
stage	area [um^2]	util	power [mW]	setup TNS, ps	cells
final	1950	0.0992	0.701	-4510	413
after floorplan	544	-	0.206	0	36
after detailed placement	1800	0.0915	0.699	-16980	396
after global routing	1930	0.0982	0.754	-5120	405
after CTS	1850	0.0941	0.693	-4910	404
after global placement	1800	0.0915	0.700	-17080	396
[repair_timing]
item / in CTS / in global routing
setup buffers: 6 / 0
hold buffers: 0 / 0
gates resized: 178 / 19
hold endpoints to repair: 0 / 0
setup endpoints to repair: 32 / 32
gates cloned: 2 / 0
[kinds of logic (layout without fill, tap and decap cells)]
family / Yosys count / count (layout) / share of synthesized area
muxes: 32 / 32 / 0.869
other: 0 / 9 / 0
buffers and inverters: 4 / 107 / 0.131
[cells in the mapped netlist]
library cell   n  share of area
mux2_4        30           0.83
buf_12         3           0.11
mux2_2         2          0.041
buf_6          1          0.021
[metal layers]
metal,routed length [um],GRT usage
met5,0,0
met1,2510,0.0562
met2,2580,0.0627
met4,0,0
met3,847,0.0252
[final timing paths]
check	from	end	cells past startpoint
max	selecter	outputdata[24]	5
min	inputdata_1[29]	outputdata[29]	3
Power and IR drop assume default switching activity.
